[flow/config.mk]
export PLATFORM = sky130hd
export DESIGN_NAME = task21
export DESIGN_NICKNAME = task21
export VERILOG_FILES = /design/flow/design.v
export SDC_FILE = /design/flow/constraint.sdc
export NUM_CORES = 4
export LEC_CHECK = 1
export CORE_AREA = 10 10 70 70
export DIE_AREA = 0 0 80 80
[flow/constraint.sdc]
current_design task21

set clk_period 1.7
set clk_io_pct 0.2

create_clock -name clk0 -period $clk_period [get_ports {i_w_clk}]

set non_clock_inputs [all_inputs -no_clocks]
set_input_delay [expr $clk_period * $clk_io_pct] -clock clk0 $non_clock_inputs
set_output_delay [expr $clk_period * $clk_io_pct] -clock clk0 [all_outputs]
[flow/design.v]
`timescale 1ns / 1ps
module task21(
    output	wire	[15:0]	o_w_data,     
	input	wire	[7:0]	i_w_address,  
	input	wire	i_w_clk
);
    localparam NONE_OPERATION  = 5'd0;
    localparam AND_OPERATION   = 5'd1;
    localparam XOR_OPERATION   = 5'd2;
    localparam OR_OPERATION    = 5'd3;
    localparam NEG_OPERATION   = 5'd4;
    localparam ADD_OPERATION   = 5'd5;
    localparam SUB_OPERATION   = 5'd6;
    localparam MUL_OPERATION   = 5'd7;
    localparam DIV_OPERATION   = 5'd8;
    localparam MOD_OPERATION   = 5'd9;
    reg [15:0] l_r_data;
	always @(negedge i_w_clk) begin
		case (i_w_address)
            8'd0:    l_r_data = {1'b1, MUL_OPERATION,    5'd1, 5'd10};
            8'd1:    l_r_data = {1'b1, MUL_OPERATION,    5'd2, 5'd10};
            8'd2:    l_r_data = {1'b1, MUL_OPERATION,    5'd3, 5'd10};
            8'd3:    l_r_data = {1'b1, MUL_OPERATION,    5'd1, 5'd10};
            8'd4:    l_r_data = {1'b1, MUL_OPERATION,    5'd2, 5'd10};
            8'd5:    l_r_data = {1'b1, MUL_OPERATION,    5'd1, 5'd10};
            8'd6:    l_r_data = {1'b1, ADD_OPERATION,    5'd0, 5'd1};
            8'd7:    l_r_data = {1'b1, ADD_OPERATION,    5'd0, 5'd2};
            8'd8:    l_r_data = {1'b1, ADD_OPERATION,    5'd0, 5'd3};
            8'd9:    l_r_data = {1'b1, ADD_OPERATION,    5'd0, 5'd4}; 
			default:	l_r_data =  {1'b0, NONE_OPERATION,	5'd0, 5'd0};
		endcase
	end
    assign o_w_data = l_r_data;
endmodule
[flow/run.sh]
#!/bin/bash
# OpenROAD 26Q1-2900-gdf79404cd8, Yosys 0.63+post, stock flow scripts
make -C /OpenROAD-flow-scripts/flow DESIGN_CONFIG=/design/flow/config.mk WORK_HOME=/design/flow/orfs finish
==> summary.txt <==
Main metrics from the flow reports.

The run finished, with violations left. The final reports fail on setup timing. The floorplan utilization is 0.122. Per the run report, area growth between synthesis and finish was 65.3%. Traced cell by cell, the critical path runs through buf_2. Buffers inserted during clock tree synthesis total 3.

The clock network power share came out at 0.609. For reference, the critical path is launched at l_r_data[11]. The buffering stage count on the worst path with inverters included came out at 1. In the Yosys report the total cell count is about 45. The count of TritonRoute iterations in the first routing pass came out at 2. The final-report hold violation count is 0. Looking at the clock tree report, the H-tree level count equals 1. The setup violation total in the final timing report is 17. The synthesized area per cell came out at around 9.3 um2.

Summing every instance area after synthesis gives approximately 420 um2. The HPWL reported at the end of detailed placement came out at a little over 800 um. Data arrives at the worst endpoint at about 1.6 ns.

In the post-synthesis netlist, the biggest area contributors are dfxtp_1 (34%), buf_4 (16%), ha_1 (12%). The worst setup path is launched from a flip-flop. The tally of nets with antenna violations remaining after routing is 0.

The worst setup path is captured at an output pin. The number of violations of the max-capacitance limit came out at 0. The number of DRC violations after detailed-routing iteration 0 is 1.

IR analysis of the VDD net gives a maximum drop of ~0.00025 V. On the critical path, the stage with the largest delay is an instance of dfxtp_2. OpenROAD emitted warnings numbering 38. Per the OpenROAD power report, switching power amounts to about 140 uW. The row count came out at 21. The chip footprint is between 6000 and 7000 um2. The routed design shows a via density per instance of between 3 and 4. Counting pins that exceed their max-slew limit in the final report gives 0. In this run the static leakage power is 0.351 nW. Setup repair after global routing could not meet its margin everywhere. The sequential group share of total power came out at 0.277. For reference, the critical path is captured by o_w_data[3]. The overflow left after global routing came out at 0. The count of filler cells inserted in the layout came out at between 300 and 400. The stat command in Yosys gives a chip area of 418 um2. The critical path is of the flip-flop to output pin type. The routed design ends up with an antenna cell count of 0. The final-layout setup total negative slack came out at -2.62 ns.

The buffers inserted during post-CTS setup optimization came out at 0. In this design, the largest share of critical-path delay is due to flip-flops. The clock-pin slew on the worst setup and hold paths is 0.04 ns. The vertical die dimension reported for this design is approximately 80 um.

The script computed the net switching share of total power as 0.238. TritonCTS built the clock tree. The register with the most flip-flops in the layout has 7 of them. The cell count after placement came out at approximately 110. The tree built by TritonCTS fans out to 7 sinks.

The class of the tightest hold or removal check is primary input to flip-flop. The largest fanout of any net on the critical path is 2. Measured along the x axis, the die boundary spans approximately 80 um.

Per the final layout report, the fraction of cells sized above drive strength 1 comes to 0.577. The average detailed-routed wire length per instance came out at a little over 9 um. The number of antenna violations at the first check in global routing came out at 0. The synthesized instance count came out at approximately 45.

The first-pass GRT wire length came out at about 1.7 mm. The pin count of the biggest net entering global routing came out at 8. The number of global-route vias before repair came to ~430. Of the total power, combinational logic draws 0.114. The count of pins on the block boundary is 25. The finished cells cover between 600 and 700 um2. The total wire length came out at between 1 and 1.5 mm. According to the floorplan report, the placeable core area is about 3400 um2. The count of different cell masters after synthesis is 17. In this run the number of cells on the critical path is 1. The final report lists a non-filler cell total of 117. Detailed placement reports a standard cell area of 626 um2.

The total via count after detailed routing is roughly 360. The Yosys warning count is 1. The remaining design rule violation count is 0. Routability-driven placement finished with a final weighted congestion of about 0.76.

The worst setup margin is -0.227 ns. The cell type contributing the most total cell area after synthesis is dfxtp_1. Of the post-synthesis cell area, the dominant cell type holds 0.335. The sequential-to-total area share from yosys stat came out at 0.335.

The power density normalized to cell area came out at 881 nW/um2. The data required time of the worst path came out at roughly 1.4 ns. The total routing resource utilization after global routing is 0.0318.

The clock passes through at most 2 buffers. The tree is rooted in a clkbuf_4. Among all stages on the critical path, the maximum delay recorded is roughly 0.31 ns. The register bit total from synthesis came out at 7. The count of port buffers added during placement is 18. Internal power comes to between 400 and 500 uW.
## power by group through the flow
stage	Clock, mW	Sequential [mW]	Combinational, mW
5_1_grt	0.409	0.168	0.0778
4_1_cts	0.380	0.169	0.0637
6_report	0.370	0.168	0.0696
## placed cells by master (no fill, tap or decap)
cell / synthesis / routed
nor2_1: 3 / 1
dlygate4sd2_1: 0 / 1
a211oi_2: 1 / 1
buf_6: 1 / 3
or2_4: 0 / 1
clkdlybuf4s15_1: 0 / 1
buf_2: 0 / 13
nor2b_1: 1 / 1
clkbuf_4: 0 / 3
a21oi_2: 0 / 2
mux2i_1: 1 / 1
inv_2: 0 / 2
nor2_2: 0 / 2
clkbuf_2: 0 / 1
nand2_1: 3 / 3
dfxtp_1: 7 / 5
bufinv_16: 0 / 1
dfxtp_2: 0 / 2
ha_1: 4 / 2
inv_1: 3 / 7
conb_1: 1 / 6
ha_4: 0 / 2
o22a_1: 2 / 2
nor3_4: 0 / 2
buf_4: 9 / 4
nor3_2: 3 / 1
or4_4: 1 / 1
## Yosys cell counts (all sizes together)
master  number
ha           4
or4          1
a21oi        2
nor2b        1
nand2        3
o22a         2
a211oi       1
inv          3
conb         1
nor2         3
dfxtp        7
or2          1
nor3         3
buf         10
mux2i        1
clkbuf       2
## timing repair
action                     in CTS  in global routing
setup endpoints to repair      17                 17
hold buffers                    0                  0
resized                        62                  9
pin swaps                       4                  4
## how the worst min path moves through the flow
stage                     startpoint  cells past startpoint      endpoint
after CTS             i_w_address[4]                      3  l_r_data[12]
after global routing  i_w_address[1]                      3  l_r_data[11]
final                 i_w_address[4]                      3  l_r_data[12]
## layout make-up
cell class | instances | area, um2 | share of cell area
Clock buffer | 3 | 22.5 | 0.0326
Clock inverter | 8 | 56.3 | 0.0815
Inverter | 2 | 7.51 | 0.0109
Multi-Input combinational cell | 28 | 251 | 0.364
Sequential cell | 7 | 143 | 0.207
Tap cell | 46 | 57.6 | 0.0833
Timing Repair Buffer | 23 | 153 | 0.221
## kinds of logic (layout without fill, tap and decap cells)
kind of cell / Yosys count / count (layout) / synth area share
AND-OR/OR-AND: 5 / 5 / 0.0958
AND/OR/NAND/NOR: 12 / 12 / 0.183
adder cells (fa/ha/maj): 4 / 4 / 0.120
multiplexers: 1 / 1 / 0.0240
buffers and inverters: 15 / 36 / 0.234
flip-flops: 7 / 7 / 0.335
other: 1 / 6 / 0.00897
## layer usage
layer / global-route usage / share of wire / wire (um)
met1: 0.0348 / 0.41 / 439
met2: 0.0474 / 0.44 / 473
met3: 0.0193 / 0.12 / 128
met4: 0.0158 / 0.022 / 23
met5: 0 / 0 / 0
## through the flow
stage,setup WS [ns],hold WS [ns],power [mW],utilization
6_report,-0.227,1.21,0.608,0.202
5_1_grt,-0.284,1.19,0.655,0.202
4_1_cts,-0.244,1.17,0.612,0.197
3_5_place_dp,-0.737,1.87,0.265,0.183
3_3_place_gp,-0.709,1.87,0.264,0.183
2_1_floorplan,-0.341,1.28,0.238,-
No activity file was given, so power comes from the tool's default toggle rates.
