### flow/config.mk
export PLATFORM = sky130hd
export DESIGN_NAME = task31
export DESIGN_NICKNAME = task31
export VERILOG_FILES = /design/flow/design.v
export SDC_FILE = /design/flow/constraint.sdc
export NUM_CORES = 4
export LEC_CHECK = 1
export CORE_AREA = 10 10 70 70
export DIE_AREA = 0 0 80 80
### flow/constraint.sdc
current_design task31

set clk_period 2.1
set clk_io_pct 0.2

create_clock -name clk0 -period $clk_period [get_ports {i_w_clk}]

set non_clock_inputs [all_inputs -no_clocks]
set_input_delay [expr $clk_period * $clk_io_pct] -clock clk0 $non_clock_inputs
set_output_delay [expr $clk_period * $clk_io_pct] -clock clk0 [all_outputs]
### flow/design.v
`timescale 1ns / 1ps
module task31(
	output	wire	[15:0]	o_w_data,    
	input	wire	[7:0]	i_w_address, 
	input	wire	i_w_clk
);
    localparam NONE_OPERATION  = 5'd0;
    localparam AND_OPERATION   = 5'd1;
    localparam XOR_OPERATION   = 5'd2;
    localparam OR_OPERATION    = 5'd3;
    localparam NEG_OPERATION   = 5'd4;
    localparam ADD_OPERATION   = 5'd5;
    localparam SUB_OPERATION   = 5'd6;
    localparam MUL_OPERATION   = 5'd7;
    localparam DIV_OPERATION   = 5'd8;
    localparam MOD_OPERATION   = 5'd9;
    reg [15:0] l_r_data;
	always @(negedge i_w_clk) begin
		case (i_w_address)
            8'd0:    l_r_data = {1'b1, MUL_OPERATION,    5'd1, 5'd10};
            8'd1:    l_r_data = {1'b1, MUL_OPERATION,    5'd2, 5'd10};
            8'd2:    l_r_data = {1'b1, MUL_OPERATION,    5'd3, 5'd10};
            8'd5:    l_r_data = {1'b1, MUL_OPERATION,    5'd1, 5'd10};  
            8'd6:    l_r_data = {1'b1, MUL_OPERATION,    5'd2, 5'd10};  
            8'd10:    l_r_data = {1'b1, MUL_OPERATION,    5'd1, 5'd10};  
            8'd15:    l_r_data = {1'b1, ADD_OPERATION,    5'd0, 5'd1};  
            8'd20:    l_r_data = {1'b1, ADD_OPERATION,    5'd0, 5'd2};  
            8'd25:    l_r_data = {1'b1, ADD_OPERATION,    5'd0, 5'd3};  
            8'd30:    l_r_data = {1'b1, ADD_OPERATION,    5'd0, 5'd4};  
			default:	l_r_data =  {1'b0, NONE_OPERATION,	5'd0, 5'd0};
		endcase
	end
    assign o_w_data = l_r_data;
endmodule
### flow/run.sh
#!/bin/bash
# OpenROAD 26Q1-2900-gdf79404cd8, Yosys 0.63+post, stock flow scripts
make -C /OpenROAD-flow-scripts/flow DESIGN_CONFIG=/design/flow/config.mk WORK_HOME=/design/flow/orfs finish
==> impl_metrics.json <==
{
  "worst_slack_ns": -0.0966,
  "area_leaders": "dfxtp_1, buf_4, ha_1",
  "clk_pin_slew_ns": 0.03,
  "place_inst": 124,
  "htree_levels": 1,
  "critPathMaxFanout": 2,
  "finalSetupViolations": 13,
  "swShare_pct": 32.1,
  "p_total_w": 0.000431,
  "drv_slew": 0,
  "place_area_sq_um": 813,
  "holdCritStartpoint": "i_w_address[3]",
  "flop_cell": "dfxtp_1",
  "detail_route.wl_per_cell_um": 10.5,
  "cts-root-buf": "clkbuf_4",
  "edf_count": 0,
  "hold_viol": 0,
  "ff_latch_area_sq_um": 143,
  "drt_iter0_drc": 11,
  "rows": 21,
  "cp_data_arrival_time_ns": 1.38,
  "gp_congestion": 0.756,
  "grt_antenna_before_repair": 0,
  "whs_path_depth": 2,
  "die_x_um": 80,
  "antenna_left": 0,
  "drt-pass1-iter-count": 4,
  "grt_pass1_wl_um": 2370,
  "ys.warnings.count": 1,
  "grt_max_degree": 9,
  "status": "complete, but fails checks",
  "ios": 25,
  "avgSynthCellArea_sq_um": 8.47,
  "holdCritPathClass": "input pin to flip-flop",
  "drv_cap": 0,
  "initCoreUtil_pct": 14.1,
  "cp-end-kind": "flip-flop",
  "grt_usage_pct": 4.42,
  "warnings": 39,
  "ys_cells": 57,
  "route.vias.total": 485,
  "yosys_area_sq_um": 483,
  "powerDensity_mw_per_mm2": 429,
  "postLayoutCellArea_sq_mm": 0.00100,
  "async_flop_share_pct": 0,
  "postSynthSeqShare_pct": 29.0,
  "cts_buffers": 3,
  "synth_area_leader_cell": "dfxtp_1",
  "combPwrFrac_pct": 29.3,
  "drt-vias-per-instance": 3.46,
  "drt-total-wl_um": 1470,
  "lay_top_count": "buf_2",
  "final_cell_mix": "buf_2, inv_1, buf_6, buf_4, conb_1",
  "violations": "setup timing",
  "core_area_sq_mm": 0.00342,
  "fin_cells": 140,
  "irDropWorstVdd_mv": 0.0964,
  "largest_reg_flops": 7,
  "cts.sinks": 7,
  "mi_logic_area_sq_um": 427,
  "numSynthFlops": 7,
  "leakagePower_nw": 0.463,
  "netlist_instances": 57,
  "internal-power_w": 0.000293,
  "netlist_area_sq_um": 483,
  "syn2layout_area_growth_pct": 108,
  "netlist.area_leader.share_pct": 29.0,
  "num-fill-cells": 359,
  "io_buffers": 18,
  "critPathLaunchType": "input pin",
  "grt_pass1_vias": 550,
  "chip_area_sq_mm": 0.00640,
  "die_h_um": 80,
  "grt-ovfl-total": 0,
  "tritoncts": "done",
  "path_class": "input pin to flip-flop",
  "rsz0062_at_grt": "yes",
  "ys_types": 20,
  "post-place-ws_ns": -0.953,
  "p_switching_w": 0.000138,
  "drc_errors": 0,
  "power_frac_seq_pct": 31.8,
  "utilization_pct": 29.4,
  "startpoint": "i_w_address[5]",
  "p_clk_share_pct": 38.9,
  "required_ns": 1.29,
  "hpwl_um": 988,
  "n_antenna_cell": 0,
  "clock_path_buffers": 2,
  "drive_gt1_share_pct": 69.1
}
-- Yosys cell counts (2+ instances only) --
master     number
nor3_1          4
nor2b_1         2
nand2_1         3
inv_1           5
ha_1            5
buf_2           2
and3b_1         2
a2111oi_0       2
buf_4           9
a211oi_1        2
dfxtp_1         7
nand2b_1        5
a31oi_1         2
-- worst paths after layout --
| path | end |
|---|---|
| worst min-delay path | l_r_data[6]$_SDFF_NP0_ |
| worst max-delay path | l_r_data[1]$_SDFF_NP0_ |
-- power by group through the flow --
| stage | Sequential [W] | Combinational, W | Clock (W) |
|---|---|---|---|
| 6_report | 0.000137 | 0.000126 | 0.000168 |
| 5_1_grt | 0.000137 | 0.000135 | 0.000199 |
| 4_1_cts | 0.000137 | 0.000122 | 0.000174 |
-- worst max-delay path, cell delays in order --
cell      delay [ns]
buf_6           0.09
or3_4           0.39
a31o_1          0.22
buf_4           0.14
a211oi_2        0.12
-- metrics by stage --
| step | hold slack [ns] | TNS [ns] |
|---|---|---|
| final | 1.43 | -1.00 |
| after global routing | 1.41 | -1.52 |
| after CTS | 1.51 | -1.24 |
| after detailed placement | 2.14 | -6.89 |
| after global placement | 2.14 | -6.82 |
| after floorplan | 1.56 | -1.03 |
-- area by class of cell --
| class | count | area share, % |
|---|---|---|
| Timing Repair Buffer | 34 | 28.4 |
| Sequential cell | 7 | 14.2 |
| Multi-Input combinational cell | 38 | 42.5 |
| Clock inverter | 8 | 2.99 |
| Tap cell | 46 | 5.73 |
| Clock buffer | 3 | 2.24 |
| Inverter | 4 | 3.99 |
-- logic make-up after synthesis --
kind of cell | synth area share (%)
compound gates | 15.3
fa+ha+maj | 13.0
buf+inv | 20.7
flops | 29.0
other cells | 0.776
simple gates | 21.2
-- routing by layer --
metal  vias to the layer above  GRT usage (%)  part of all wire, %
met5                         -              0                    0
met4                         0           1.58                 0.41
met3                         2           2.39                   10
met2                        19           6.26                   44
met1                       212           5.51                   45
li1                        252              -                    -
-- timing repair --
item,4_1_cts,5_1_grt
setup buffers,6,1
pin swaps,12,4
hold buffers,0,0
gates resized,85,13
gates cloned,1,0
setup endpoints to repair,17,17
No activity file was given, so power comes from the tool's default toggle rates.
