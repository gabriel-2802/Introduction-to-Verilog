==> ./design.v <==
module task0(
    output wire o_w_out,
    input wire[1:0] i_w_sel,
    input wire i_w_in1,
    input wire i_w_in2,
    input wire i_w_clk,
    input wire i_w_reset
);
    reg l_r_out;
    always@(posedge i_w_clk) begin
        if (i_w_reset) begin
            l_r_out <= 0;
        end else begin
            case (i_w_sel)
                0: l_r_out <= i_w_in1 ^ i_w_in2;
                1: l_r_out <= ~(i_w_in1 & i_w_in2);
                2: l_r_out <= i_w_in1 | i_w_in2;
                3: l_r_out <= i_w_in1 & i_w_in2;
                default: l_r_out <= 1'b0;
            endcase
        end
    end
    assign o_w_out = l_r_out;
endmodule
`timescale 1ns / 1ps
module task2(
    output wire o_w_out,
    input wire i_w_in,
    input wire i_w_clk,
    input wire i_w_reset,
    input wire[4:0] i_w_sel
);
    reg[31:0] l_r_counter;
    reg l_r_button;
    always @(posedge i_w_clk) begin
        if(i_w_reset) begin
        	l_r_counter <= 0;
        	l_r_button <= 0;
        end else begin
        	if (i_w_in == l_r_button) begin
        	   l_r_counter <= 0;
        	end else begin
        	   if (l_r_counter[i_w_sel] == 1'b1) begin
        	       l_r_button <= ~l_r_button;
        	       l_r_counter <= 0;
        	   end else begin
        	       l_r_counter <= l_r_counter + 1;
        	   end
        	end
        end
    end
    assign o_w_out = l_r_button;
endmodule
module task3(
    output wire o_w_out,
    input wire[1:0] i_w_sel,
    input wire i_w_in1,
    input wire i_w_in2,
    input wire i_w_clk,
    input wire i_w_reset,
    input wire[4:0] i_w_prescaler
);
     wire l_w_in1;
     wire l_w_in2;
     task0 l_m_task0(
       .o_w_out(o_w_out),
       .i_w_sel(i_w_sel),
       .i_w_clk(i_w_clk),
       .i_w_reset(i_w_reset),
       .i_w_in1(l_w_in1),
       .i_w_in2(l_w_in2)
     );
     task2  l_m_task2_1(
       .o_w_out(l_w_in1),
       .i_w_clk(i_w_clk),
       .i_w_reset(i_w_reset),
       .i_w_in(i_w_in1),
       .i_w_sel(i_w_prescaler)
     );
     task2  l_m_task2_2(
       .o_w_out(l_w_in2),
       .i_w_clk(i_w_clk),
       .i_w_reset(i_w_reset),
       .i_w_in(i_w_in2),
       .i_w_sel(i_w_prescaler)
     );
endmodule
==> ./run.sh <==
#!/bin/bash
# OpenROAD 26Q1-2900-gdf79404cd8, Yosys 0.63+post, stock flow scripts
make -C /OpenROAD-flow-scripts/flow DESIGN_CONFIG=/design/flow/config.mk WORK_HOME=/design/flow/orfs finish
==> ./config.mk <==
export PLATFORM = sky130hd
export DESIGN_NAME = task3
export DESIGN_NICKNAME = task3
export VERILOG_FILES = /design/flow/design.v
export SDC_FILE = /design/flow/constraint.sdc
export NUM_CORES = 4
export LEC_CHECK = 1
export CORE_UTILIZATION = 40
==> ./constraint.sdc <==
current_design task3

set clk_period 4.8
set clk_io_pct 0.2

create_clock -name clk0 -period $clk_period [get_ports {i_w_clk}]

set non_clock_inputs [all_inputs -no_clocks]
set_input_delay [expr $clk_period * $clk_io_pct] -clock clk0 $non_clock_inputs
set_output_delay [expr $clk_period * $clk_io_pct] -clock clk0 [all_outputs]
==> impl_metrics.yaml <==
# synthesis and place-and-route metrics
placed_design:
  io_buffers: 11
  post-place-ws_ns: 1.478
  gp_congestion: 0.8013
  placed_area_sq_um: 3786
  hpwl_um: 4758
yosys:
  ys_seq_frac: 0.3662
  edf_count: 0
  synthFlopType: "dfxtp_1"
  synth.distinct_cells: 35
  ys_sh_aoi: 0.08063
  synthMuxAreaShare: 0.09293
  synth.avg_cell_area_sq_um: 8.911
  top_area_cell: "dfxtp_1"
  top_cells_by_area: "dfxtp_1 (37%), mux2i_1 (9.3%), xnor2_1 (7.7%)"
  ys_ff: 67
  ys_chip_area_sq_um: 3662
  top_cell: "nor2_1"
  synth_area_sq_um: 3662
  adder_share: 0.01367
  ys_cells: 411
  common_cells: "nor2_1 (71), dfxtp_1 (67), mux2i_1 (34)"
  logic_family: "simple AND/OR/NAND/NOR gates"
  synth_cells: 411
  top_area_frac: 0.3662
  synthArstFlopShare: 0
  synth.yosys.warnings: 2
  ys_sh_simple: 0.2648
  synthXorXnorAreaFrac: 0.1315
detailed_routing:
  remaining_drc_errors: 0
  wire_per_inst_um: 13.27
  first_pass_iters: 4
  viasPerCell: 5.173
  initialDrtViolationCount: 129
  vias: 2752
  ant_nets: 0
  num_antenna_cells: 0
  finalWirelength_um: 7061
clocking:
  postCtsHoldBufs: 0
  ctsHtreeMaxLevel: 3
  post_cts_buffers: 0
  clkTransAtPathRegs_ns: 0.07
  cts_root_buf: "clkbuf_8"
  clock_latency_ns: 0.35
  cts_resized: 0
  cts_tree: "done"
  tritoncts.num_buffers: 9
  clockBufferDepth: 2
  cts_num_sinks: 67
run_status:
  status: "finished, final reports clean"
final_layout:
  logic_area_sq_um: 2137
  n_fill_cell: 830
  seqCellArea_sq_um: 1341
  layout-drive-gt1-share: 0.06604
  fin_util: 0.4518
  post-route-cell-area_sq_um: 3979
  area_growth_pct: 8.644
die:
  fp-utilization: 0.4159
  io_pins: 12
  dieArea_sq_um: 9542
  die_w_um: 97.69
  rows: 34
  design.core.area_sq_um: 8806
  fp.dieH_um: 97.69
worst_setup_path:
  crit_buf_inv: 2
  r2r_cells: 6
  slowest_stage: "nor2b_1"
  worstPathArrival_ns: 3.27
  critPathMaxFanout: 32
  max_stage_delay_ns: 0.58
  cp_top_family: "AND-OR/OR-AND gates"
  r2r_start: "l_m_task2_2.l_r_counter[0]"
  critPathRequiredTime_ns: 5.07
  worstPathCellList: "clkdlybuf4s50_1 -> nor2b_1 -> a22oi_1 -> a211oi_1 -> o41ai_4 -> buf_4 -> a21oi_1"
  worstSetupPathType: "in2reg"
  crit_path_end_kind: "flip-flop"
  r2r_end: "l_m_task2_2.l_r_counter[30]"
  reg2reg_slack_ns: 2.75
  start_kind: "input port"
worst_hold_path:
  hold_depth: 1
  worstHoldEndpoint: "l_m_task2_2.l_r_counter[0]"
  worstHoldPathType: "reg2reg"
  worstHoldStart: "l_m_task2_2.l_r_counter[0]"
final_timing:
  fin_skew_ns: 0.009390
  setup_tns_ns: 0
  report.final.slew_viol_count: 0
  timing.fmax_mhz: 334.3
  rsz0062_at_grt: "false"
  slew_headroom: 0.4949
  finalCritPeriodShare: 0.6232
  finalSetupViolations: 0
  hold_viol_final: 0
  worst_pin_slew_ns: 0.7507
  layout_min_cycle_time_ns: 2.992
  setup_slack_ns: 1.808
global_route:
  grt_max_degree: 33
  grt_pass1_wl_um: 12390
  grt_antenna_before_repair: 0
  grt_pass1_vias: 2637
  grt-ovfl-total: 0
  grt_use_total: 0.1599
run:
  warnings: 26
  max_cap_violations: 0
power_and_ir_drop:
  p_leak_nw: 1.308
  power_mw: 1.108
  pwr_density_cell_nw_per_um2: 278.4
  peakVddDrop_uv: 128.6
-- flip-flops by register name (all words and copies together) (netlist names) --
name	flops
l_m_task2_1.l_r_button	1
l_m_task2_1.l_r_counter	32
l_m_task2_2.l_r_button	1
l_m_task2_2.l_r_counter	32
l_m_task0.l_r_out	1
-- metal layers --
| metal | part of all wire | up-vias | track usage | wire, um |
|---|---|---|---|---|
| met5 | 0 | - | 0 | 0 |
| met4 | 0.017 | 0 | 0.02564 | 119 |
| met3 | 0.025 | 8 | 0.03075 | 177 |
| met2 | 0.42 | 30 | 0.2466 | 2997 |
| met1 | 0.53 | 1256 | 0.2416 | 3767 |
| li1 | - | 1458 | - | - |
-- cell usage in the layout (no fill, tap or decap), types with 5 or more instances in the layout --
| cell type | Yosys | routed |
|---|---|---|
| nand4_1 | 12 | 12 |
| inv_1 | 12 | 12 |
| a21oi_1 | 13 | 13 |
| o21ai_0 | 5 | 5 |
| mux2i_1 | 34 | 34 |
| nor2_1 | 71 | 71 |
| xnor2_1 | 32 | 32 |
| and4_1 | 6 | 6 |
| a22oi_1 | 16 | 16 |
| and3_1 | 10 | 10 |
| dfxtp_1 | 67 | 67 |
| or3_1 | 7 | 7 |
| nand3_1 | 19 | 19 |
| clkdlybuf4s50_1 | 0 | 10 |
| nand2b_1 | 9 | 9 |
| xor2_1 | 23 | 23 |
| nor4_1 | 8 | 8 |
| nor3_1 | 9 | 9 |
| nand2_1 | 17 | 17 |
| clkbuf_8 | 0 | 9 |
-- worst max path at each step --
stage	from	to	slack, ns	depth (start not counted)
CTS	i_w_prescaler[0]	l_m_task2_1.l_r_counter[31]	1.83	7
global route	i_w_prescaler[0]	l_m_task2_1.l_r_counter[31]	1.73	7
finish	i_w_prescaler[0]	l_m_task2_1.l_r_counter[31]	1.81	7
-- area by class of cell --
cell class | count | area share
clock inverter | 7 | 0.01730
sequential | 67 | 0.3371
timing repair buffer | 14 | 0.03208
clock buffer | 9 | 0.03113
inverter | 12 | 0.01132
tap | 108 | 0.03396
multi-input combinational | 315 | 0.5371
-- power breakdown --
part / total (mW) / leakage [nW] / switching, mW / internal, mW
clock: 0.464 / 0.0950 / 0.227 / 0.238
combinational: 0.0795 / 0.672 / 0.0456 / 0.0340
sequential: 0.564 / 0.540 / 0.00430 / 0.560
-- cells by family (layout without fill, tap and decap cells) --
logic type,count (synthesis),in the layout
AND-OR/OR-AND,40,40
buffers and inverters,29,42
flip-flops,67,67
AND/OR/NAND/NOR,182,182
multiplexers,34,34
adder cells (fa/ha/maj),4,4
XOR/XNOR,55,55
-- stage by stage --
step | instances | hold WS (ns)
2_1_floorplan | 411 | 0.4226
3_3_place_gp | 516 | 0.4354
3_5_place_dp | 516 | 0.4437
4_1_cts | 532 | 0.4593
5_1_grt | 532 | 0.4857
6_report | 532 | 0.4645
Power is estimated from default activity; no workload was simulated.
